### design/flow/run.sh
#!/bin/bash
# OpenROAD 26Q1-2900-gdf79404cd8, Yosys 0.63+post, stock flow scripts
make -C /OpenROAD-flow-scripts/flow DESIGN_CONFIG=/design/flow/config.mk WORK_HOME=/design/flow/orfs finish
### design/flow/constraint.sdc
current_design check_subtract

set clk_period 9.4
set clk_io_pct 0.2

create_clock -name clk0 -period $clk_period

set non_clock_inputs [all_inputs -no_clocks]
set_input_delay [expr $clk_period * $clk_io_pct] -clock clk0 $non_clock_inputs
set_output_delay [expr $clk_period * $clk_io_pct] -clock clk0 [all_outputs]
### design/flow/config.mk
export PLATFORM = sky130hd
export DESIGN_NAME = check_subtract
export DESIGN_NICKNAME = check_subtract
export VERILOG_FILES = /design/flow/design.v
export SDC_FILE = /design/flow/constraint.sdc
export NUM_CORES = 4
export LEC_CHECK = 1
export CORE_AREA = 10 10 70 70
export DIE_AREA = 0 0 80 80
### design/flow/design.v
module mult_16(X, Y, Z);
input [15:0] X;
input [15:0] Y;
output [31:0] Z;
assign Z = X*Y;
endmodule
module iterative_karatsuba_32_16(clk, rst, enable, A, B, C);
    input clk;
    input rst;
    input [31:0] A;
    input [31:0] B;
    output [63:0] C;
    input enable;
    wire [1:0] sel_x;
    wire [1:0] sel_y;
    wire [1:0] sel_z;
    wire [1:0] sel_T;
    wire done;
    wire en_z;
    wire en_T;
    wire [32:0] h1;
    wire [32:0] h2;
    wire [63:0] g1;
    wire [63:0] g2;
    assign C = g2;
    reg_with_enable #(.N(63)) Z(.clk(clk), .rst(rst), .en(en_z), .X(g1), .O(g2) );
    reg_with_enable #(.N(32)) T(.clk(clk), .rst(rst), .en(en_T), .X(h1), .O(h2) );
    iterative_karatsuba_datapath dp(.clk(clk), .rst(rst), .X(A), .Y(B), .Z(g2), .T(h2), .sel_x(sel_x), .sel_y(sel_y), .sel_z(sel_z), .sel_T(sel_T), .en_z(en_z), .en_T(en_T), .done(done), .W1(g1), .W2(h1));
    iterative_karatsuba_control control(.clk(clk),.rst(rst), .enable(enable), .sel_x(sel_x), .sel_y(sel_y), .sel_z(sel_z), .sel_T(sel_T), .en_z(en_z), .en_T(en_T), .done(done));
endmodule
module iterative_karatsuba_datapath(clk, rst, X, Y, T, Z, sel_x, sel_y, en_z, sel_z, en_T, sel_T, done, W1, W2);
    input clk;
    input rst;
    input [31:0] X;
    input [31:0] Y;
    input [32:0] T;
    input [63:0] Z;
    input [1:0] sel_x;
    input [1:0] sel_y;
    input en_z;
    input [1:0] sel_z;
    input en_T;
    input [1:0] sel_T;
    input done;
    output [63:0] W1;
    output [32:0] W2;
    reg [63:0] w1;
    reg [32:0] w2;
    reg [15:0] temp0;        
    reg [15:0] temp1;        
    reg [31:0] temp2;        
    wire [15:0] t0;          
    wire [15:0] t1;          
    wire [31:0] t2;          
    wire [32:0] t4;
    wire cin1;
    wire cin2;
    wire [(32/2)-1:0] Xh_P_Xl;
    wire [(32/2)-1:0] Yh_P_Yl;
    wire [(32/2)-1:0] Xh_P_Xl_tmp;
    wire [(32/2)-1:0] Yh_P_Yl_tmp;
    wire [(32/2)-1:0] comp_Xh_P_Xl;
    wire [(32/2)-1:0] comp_Yh_P_Yl;    
    wire [32-1:0] comp_t11;
    wire [32-1:0] t11_tmp;
    wire select;
    assign cin1 = 0;
    assign cin2 = 0;
    subtract_Nbit #(.N(16)) sub1 (.a(X[15:0]), .b(X[31:16]), .cin(cin1), .S(Xh_P_Xl_tmp), .ov(ov1), .cout_sub(cout_sub1));   
    subtract_Nbit #(.N(16)) sub2 (.a(Y[31:16]), .b(Y[15:0]), .cin(cin2), .S(Yh_P_Yl_tmp), .ov(ov2), .cout_sub(cout_sub2));   
    Complement2_Nbit #(.N(16)) comp1 (.a(Xh_P_Xl_tmp), .c(comp_Xh_P_Xl), .cout_comp());
    Complement2_Nbit #(.N(16)) comp2 (.a(Yh_P_Yl_tmp), .c(comp_Yh_P_Yl), .cout_comp());
    assign Xh_P_Xl = cout_sub1 ? Xh_P_Xl_tmp: comp_Xh_P_Xl;
    assign Yh_P_Yl = cout_sub2 ? Yh_P_Yl_tmp: comp_Yh_P_Yl;
    always@(X[31:16], X[15:0], temp0, sel_x) begin
    case(sel_x)
        2'b01: temp0 = X[15:0];   
        2'b10: temp0 = X[31:16];  
        2'b11: temp0 = Xh_P_Xl; 
        default: temp0 = 16'b0;        
    endcase
    end
    always@(Y[31:16], Y[15:0], temp1, sel_y) begin
        case(sel_y)
            2'b01: temp1 = Y[15:0]; 
            2'b10: temp1 = Y[31:16]; 
            2'b11: temp1 = Yh_P_Yl ; 
            default: temp1 = 16'b0;
        endcase
    end        
    assign t0 = temp0;
    assign t1 = temp1;    
    mult_16 m16 (.X(t0), .Y(t1), .Z(t2)); 
    assign select = cout_sub1 ^ cout_sub2;
    assign t4 = select? (T - t2) : (T + t2); 
   wire [63:0] w1_temp;
   wire [32:0] w2_temp;
   wire [63:0] t5;
   wire [63:0] t6;
   reg [63:0] t7;
   reg [32:0] t8;
   adder_Nbit #(.N(64)) addr1 (.a(Z), .b(t7), .cin(1'b0), .S(w1_temp), .cout());
   Left_barrel_Nbit #(.N(64)) shift1 (.a({32'b0,t2}), .n(6'b100000), .c(t5));
   Left_barrel_Nbit #(.N(64)) shift2 (.a({31'b0,t4}), .n(6'b010000), .c(t6));
   always@(*) begin
        case(sel_z)
            2'b01: t7 = {32'b0,t2}; 
            2'b10: t7 = t5; 
            2'b11: t7 = t6; 
            default: t7 = 64'b0;        
        endcase
   end
   always@(*) begin
        case(sel_T)
            2'b01: t8 = t2; 
            2'b10: t8 = t2; 
            2'b11: t8 = 33'b0; 
            default: t8 = 33'b0;        
        endcase
   end   
   adder_Nbit #(.N(33)) addr2 (.a(T), .b(t8), .cin(1'b0), .S(w2_temp), .cout());
    assign W1 = w1_temp;
    assign W2 = w2_temp;
endmodule
module iterative_karatsuba_control(clk,rst, enable, sel_x, sel_y, sel_z, sel_T, en_z, en_T, done);
    input clk;
    input rst;
    input enable;
    output reg [1:0] sel_x;
    output reg [1:0] sel_y;
    output reg [1:0] sel_z;
    output reg [1:0] sel_T;    
    output reg en_z;
    output reg en_T;
    output reg done;
    reg [5:0] state, nxt_state;
    parameter S0 = 6'b000001;
    parameter S1 = 6'b000010;
    parameter S2 = 6'b000100;
    parameter S3 = 6'b001000;
    parameter S4 = 6'b010000;
    always @(posedge clk) begin
        if (rst) begin
            state <= S0;
        end
        else if (enable) begin
            state <= nxt_state;
        end
    end
    always@(*) begin
        case(state) 
            S0: 
                begin
                    sel_x = 2'b00;
                    sel_y = 2'b00;
                    sel_z = 2'b00;
                    sel_T = 2'b00;                    
                    done = 1'b0;
                    en_z = 1'b0;
                    en_T = 1'b0;
                    nxt_state = S1; 
                end
            S1:
                begin
                    sel_x = 2'b01;
                    sel_y = 2'b01;
                    sel_z = 2'b01;
                    sel_T = 2'b01;                                        
                    done = 1'b0;
                    en_z = 1'b1;
                    en_T = 1'b1;                    
                    nxt_state = S2; 
                end
            S2:
                begin
                    sel_x = 2'b10;
                    sel_y = 2'b10;
                    sel_z = 2'b10;
                    sel_T = 2'b10;                                        
                    done = 1'b0;
                    en_z = 1'b1;
                    en_T = 1'b1;                      
                    nxt_state = S3; 
                end
            S3:
                begin
                    sel_x = 2'b11;
                    sel_y = 2'b11;
                    sel_z = 2'b11;
                    sel_T = 2'b11;                                        
                    done = 1'b0;
                    en_z = 1'b1;
                    en_T = 1'b1;                        
                    nxt_state <= S4; 
                end
            S4:
                begin
                    sel_x = 2'b00;
                    sel_y = 2'b00;
                    sel_z = 2'b00;
                    sel_T = 2'b00;                                        
                    done = 1'b1;
                    en_z = 1'b0;
                    en_T = 1'b0;                        
                    nxt_state <= S4; 
                end               
            default: 
                begin
                    sel_x = 2'b00;
                    sel_y = 2'b00;
                    sel_z = 2'b00;
                    sel_T = 2'b00;                                        
                    done = 1'b0;
                    en_z = 1'b0;
                    en_T = 1'b0;                      
                    nxt_state = S1; 
                end            
        endcase
    end
endmodule
module reg_with_enable #(parameter N = 32) (clk, rst, en, X, O );
    input [N:0] X;
    input clk;
    input rst;
    input en;
    output [N:0] O;
    reg [N:0] R;
    always@(posedge clk) begin
        if (rst) begin
            R <= {N{1'b0}};
        end
        if (en) begin
            R <= X;
        end
    end
    assign O = R;
endmodule
module full_adder(a, b, cin, S, cout);
input a;
input b;
input cin;
output S;
output cout;
assign S = a ^ b ^ cin;
assign cout = (a&b) ^ (b&cin) ^ (a&cin);
endmodule
module check_subtract (A, B, C);
 input [7:0] A;
 input [7:0] B;
 output [8:0] C;
 assign C = A - B; 
endmodule
module adder_Nbit #(parameter N = 32) (a, b, cin, S, cout);
input [N-1:0] a;
input [N-1:0] b;
input cin;
output [N-1:0] S;
output cout;
wire [N:0] cr;  
assign cr[0] = cin;
generate
    genvar i;
    for (i = 0; i < N; i = i + 1) begin
        full_adder addi (.a(a[i]), .b(b[i]), .cin(cr[i]), .S(S[i]), .cout(cr[i+1]));
    end
endgenerate    
assign cout = cr[N];
endmodule
module Not_Nbit #(parameter N = 32) (a,c);
input [N-1:0] a;
output [N-1:0] c;
generate
genvar i;
for (i = 0; i < N; i = i+1) begin
    assign c[i] = ~a[i];
end
endgenerate 
endmodule
module Complement2_Nbit #(parameter N = 32) (a, c, cout_comp);
input [N-1:0] a;
output [N-1:0] c;
output cout_comp;
wire [N-1:0] b;
wire ccomp;
Not_Nbit #(.N(N)) compl(.a(a),.c(b));
adder_Nbit #(.N(N)) addc(.a(b), .b({ {N-1{1'b0}} ,1'b1 }), .cin(1'b0), .S(c), .cout(ccomp));
assign cout_comp = ccomp;
endmodule
module subtract_Nbit #(parameter N = 32) (a, b, cin, S, ov, cout_sub);
input [N-1:0] a;
input [N-1:0] b;
input cin;
output [N-1:0] S;
output ov;
output cout_sub;
wire [N-1:0] minusb;
wire cout;
wire ccomp;
Complement2_Nbit #(.N(N)) compl(.a(b),.c(minusb), .cout_comp(ccomp));
adder_Nbit #(.N(N)) addc(.a(a), .b(minusb), .cin(1'b0), .S(S), .cout(cout));
assign ov = (~(a[N-1] ^ minusb[N-1])) & (a[N-1] ^ S[N-1]);
assign cout_sub = cout | ccomp;
endmodule
module Left_barrel_Nbit #(parameter N = 32)(a, n, c);
input [N-1:0] a;
input [$clog2(N)-1:0] n;
output [N-1:0] c;
generate
genvar i;
for (i = 0; i < $clog2(N); i = i + 1 ) begin: stage
    localparam integer t = 2**i;
    wire [N-1:0] si;
    if (i == 0) 
    begin 
        assign si = n[i]? {a[N-t:0], {t{1'b0}}} : a;
    end    
    else begin 
        assign si = n[i]? {stage[i-1].si[N-t:0], {t{1'b0}}} : stage[i-1].si;
    end
end
endgenerate
assign c = stage[$clog2(N)-1].si;
endmodule
==> out/results.tsv <==
metric	value	unit
status	complete, no violations	
fa_ha_area_share	33.9	%
antenna_found_initial	0	
ys_area	354	um^2
simple_gate_share	15.2	%
max-vdd-ir-drop	0.0205	mV
register_area	0	um^2
post-dp-hpwl	955	um
max_stage_delay	0.48	ns
n_clock_buffer	0	
holdPathStages	4	
hold_ws	4.76	ns
ys_sh_aoi	28.3	%
routed_wl	1040	um
ys_sh_xor	9.89	%
finalSetupViolCount	0	
ys_types	21	
flop-count	0	
portBuffers	25	
drive_gt1_share	5.48	%
drt_first_iter_violations	5	
dpl-instance-area	662	um^2
top_logic_kind	adder cells	
cap_violations	0	
finalCritPeriodShare	63.9	%
dieWidth	80	um
fp_util	10.4	%
finalCriticalPeriod	6.01	ns
wl_per_cell	8.70	um
synth_cells	48	
antennaDiodeCount	0	
dr_total_vias	384	
post-place-cells	119	
ios	25	
required	7.52	ns
grt_start_max_net_pins	6	
crit_arrival	4.13	ns
p_leak	0.291	nW
viasPerCell	3.23	
hold_path.class	input pin to primary output	
stdcell_area	662	um^2
cp_slowest_cell	clkdlybuf4s50_1	
synth_seq_share	0	%
synth_warnings	0	
cp_common_cell	clkdlybuf4s50_1	
die_h	80	um
core_area	3420	um^2
grt_pass1_wl	1840	um
num_rows	21	
path_buffers	3	
post_cts_buffers	0	
min_from	B[0]	
critPathMaxFanout	3	
path_delay_family	buffers and inverters	
worst_slew_pin_slew	0.213	ns
fmax	166	MHz
gp_congestion	0.759	
cp-start-kind	input pin	
cts.repair.resized	0	
crit_type	input pin to primary output	
relSlewSlack	85.7	%
slew_violations	0	
area_delta_synth_final	86.9	%
lay_top_cells	clkdlybuf4s50_1 (25), inv_1 (12), ha_1 (8)	
firstDrtPassIters	2	
synth_area	354	um^2
rsz0062_at_grt	no	
overflow	0	
cp-end-kind	primary output	
critical_path.cell_chain	clkdlybuf4s50_1, inv_1, ha_1, fa_1, nor2b_4, o21ai_2, a21boi_2, o21ai_1, a21oi_2, clkdlybuf4s50_1	
ctsHoldBuffers	0	
setup_ws	3.39	ns
grt_usage	3.40	%
hold_viol_final	0	
layout_top_cell	clkdlybuf4s50_1	
ys_cells	48	
powerDensity	61.5	nW/um^2
setup_tns	0	ns
grt_pass1_vias	407	
syn_area_per_cell	7.38	um^2
min_to	C[0]	
place_ws	3.36	ns
tool_warnings	32	
fin_cells	119	
antenna_left	0	
drc	0	
ys_sh_mux	0	%
die-area	6400	um^2
[worst min-delay path: stages]
cell,delay (ns)
clkdlybuf4s50_1,0.45
ha_1,0.11
inv_1,0.03
clkdlybuf4s50_1,0.40
[through the flow]
step / utilization (%) / total power, mW
after global placement: 19.4 / 0.0417
final: 19.4 / 0.0407
after floorplan: - / 0.0179
after global routing: 19.4 / 0.0463
after detailed placement: 19.4 / 0.0416
after CTS: 19.4 / 0.0421
[power by group]
part           total, mW  internal, mW  switching [mW]  leakage [nW]
sequential             0             0               0             0
clock                  0             0               0             0
combinational     0.0407        0.0274          0.0133         0.291
total             0.0407        0.0274          0.0133         0.291
[area by class of cell]
| cell class | instances | area [um^2] |
|---|---|---|
| Inverter | 12 | 45.0 |
| Timing Repair Buffer | 25 | 250 |
| Fill cell | 391 | 2750 |
| Tap cell | 46 | 57.6 |
| Multi-Input combinational cell | 36 | 309 |
[logic make-up (layout without fill, tap and decap cells)]
logic type | after synthesis | count (layout)
xor+xnor | 4 | 4
fa+ha+maj | 9 | 9
simple gates | 10 | 10
buf+inv | 12 | 37
compound gates | 13 | 13
[worst max-delay path by stage]
stage	from	to	slack [ns]	depth (start not counted)
6_report	A[0]	C[6]	3.39	10
5_1_grt	A[0]	C[6]	3.24	10
4_1_cts	A[0]	C[6]	3.36	10
[Yosys cell counts]
master / number / area share (%)
o21ai_2: 1 / 2.5
o21ai_1: 1 / 1.4
o211ai_1: 1 / 2.1
a21boi_2: 1 / 3.2
nand2_1: 1 / 1.1
o2bb2ai_1: 1 / 2.5
a21oi_1: 1 / 1.4
a21oi_2: 1 / 2.5
a21boi_1: 1 / 2.1
or3_1: 1 / 1.8
o31a_1: 1 / 2.5
o22ai_1: 1 / 1.8
fa_1: 1 / 5.7
nor2b_1: 1 / 1.8
o21a_1: 3 / 6.4
nor3_1: 1 / 1.4
inv_1: 12 / 13
nor2_1: 5 / 5.3
ha_1: 8 / 28
xnor2_1: 4 / 9.9
nor2b_4: 1 / 3.9
[routing by layer]
| layer | routed length [um] | track usage [%] | up-vias |
|---|---|---|---|
| met5 | 0 | 0 | - |
| met4 | 0 | 0 | 0 |
| met3 | 181 | 2.05 | 0 |
| met2 | 364 | 4.74 | 18 |
| met1 | 489 | 4.63 | 155 |
| li1 | - | - | 211 |
Power and IR drop assume default switching activity.
